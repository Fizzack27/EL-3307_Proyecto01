==> /design/flow/design.v <==
module modulo_01 (
    input logic [3:0] conmutador_4,  
    output logic [3:0] sindrome_ref
);
    logic w3, w2, w1, w0;  
    assign {w3, w2, w1, w0} = conmutador_4;  
    logic p0, p1, p2, g0;
    assign p0 = w0 ^ w1 ^ w3;
    assign p1 = w0 ^ w2 ^ w3;
    assign p2 = w1 ^ w2 ^ w3;
    assign g0 = p0 ^ p1 ^ w0 ^ p2 ^ w1 ^ w2 ^ w3;
    logic s0, s1, s2;
    assign s0 = p0 ^ w0 ^ w1 ^ w3;
    assign s1 = p1 ^ w0 ^ w2 ^ w3;
    assign s2 = p2 ^ w1 ^ w2 ^ w3;
    assign sindrome_ref = {g0, s2, s1, s0};
endmodule
module modulo_02(
    input logic [7:0] conmutador_8,  
    output logic [3:0] sindrome_detec  
);
    logic wr0, wr1, wr2, wr3, wr4, wr5, wr6, wr7;
    assign wr7 = conmutador_8[7];  
    assign wr6 = conmutador_8[6];  
    assign wr5 = conmutador_8[5];  
    assign wr4 = conmutador_8[4];  
    assign wr3 = conmutador_8[3];  
    assign wr2 = conmutador_8[2];  
    assign wr1 = conmutador_8[1];  
    assign wr0 = conmutador_8[0];  
    logic c0, c1, c2, g1;
    assign c0 = wr0 ^ wr2 ^ wr4 ^ wr6;  
    assign c1 = wr1 ^ wr2 ^ wr5 ^ wr6;  
    assign c2 = wr3 ^ wr4 ^ wr5 ^ wr6;  
    assign g1 = wr0 ^ wr1 ^ wr2 ^ wr3 ^ wr4 ^ wr5 ^ wr6;  
    assign sindrome_detec = {g1, c2, c1, c0};
endmodule
module modulo_03 (
    input [3:0] sindrome_ref,  
    input [3:0] sindrome_detec,  
    output [3:0] pos_error  
);
    assign pos_error = {
        sindrome_ref[3] ^ sindrome_detec[3],  
        sindrome_ref[2] ^ sindrome_detec[2],  
        sindrome_ref[1] ^ sindrome_detec[1],  
        sindrome_ref[0] ^ sindrome_detec[0]   
    };
endmodule
module modulo_04 (
    input [7:0] conmutador_8,  
    input [3:0] pos_error,  
    output [4:0] w_corregida_b4  
);
    logic [7:0] palabra;
    logic [7:0] mascara_error;
    logic [2:0] error_bit;
    assign error_bit = {
        pos_error[2],
        pos_error[1],
        pos_error[0]
    };
    assign mascara_error = (pos_error == 4'b0000) ? 8'b00000000 :  
                           ((pos_error != 4'b0000) && (pos_error[3] == 1'b1)) ? (8'b00000001 << (error_bit - 1)):  
                            8'b01111111;  
    assign palabra = (mascara_error == 8'b01111111) ? 8'b10000000 : conmutador_8 ^ mascara_error;
    assign w_corregida_b4[4] = (mascara_error == 8'b01111111) ? 1'b1 : 1'b0;  
    assign w_corregida_b4[3] = palabra[6];  
    assign w_corregida_b4[2] = palabra[5];
    assign w_corregida_b4[1] = palabra[4];
    assign w_corregida_b4[0] = palabra[2];
endmodule
module modulo_05 (
    input logic [4:0] w_corregida_b4,
    output logic [4:0] led
);
    assign led = ~w_corregida_b4;  
endmodule
module modulo_06 (
    input  logic [4:0] w_corregida_b4,
    output logic [6:0] seven  
);
    always_comb begin
        seven = 7'b1111111;
        case (w_corregida_b4)
            5'b00000: seven = 7'b0000001;  
            5'b00001: seven = 7'b1001111;  
            5'b00010: seven = 7'b0010010;  
            5'b00011: seven = 7'b0000110;  
            5'b00100: seven = 7'b1001100;  
            5'b00101: seven = 7'b0100100;  
            5'b00110: seven = 7'b0100000;  
            5'b00111: seven = 7'b0001111;  
            5'b01000: seven = 7'b0000000;  
            5'b01001: seven = 7'b0000100;  
            5'b01010: seven = 7'b0001000;  
            5'b01011: seven = 7'b1100000;  
            5'b01100: seven = 7'b0110001;  
            5'b01101: seven = 7'b1000010;  
            5'b01110: seven = 7'b0110000;  
            5'b01111: seven = 7'b0111000;  
            5'b10000: seven = 7'b1111110;  
            default: seven = 7'b1111111;  
        endcase
    end
endmodule
module modulo_07 
#(
    parameter int REFRESH_DIV = 27000
)
(
    input  logic clk,
    input  logic rst_n,  
    input  logic [4:0]  w_corregida_b4,
    input  logic [3:0]  error_pos,
    output logic [1:0]  anodo,
    output logic [6:0]  seven 
);
    localparam int CNT_W = (REFRESH_DIV <= 1) ? 1 : $clog2(REFRESH_DIV);
    logic [CNT_W-1:0] cnt, cnt_next;
    logic             sel, sel_next;    
    wire              tick = (cnt == REFRESH_DIV-1);
    assign cnt_next = tick ? '0        : (cnt + 1'b1);
    assign sel_next = tick ? ~sel      :  sel;
    always_ff @(posedge clk) begin
        {cnt, sel} <= rst_n ? {cnt_next, sel_next}
                            : { {CNT_W{1'b0}}, 1'b0 };
    end
    logic [6:0] seven_w;  
    logic [6:0] seven_e;  
    modulo_06 u_hex_w (
        .w_corregida_b4 (w_corregida_b4),
        .seven          (seven_w)
    );
    logic [4:0] error_bit_before;
    logic [4:0] error_bit;
    assign error_bit_before = (w_corregida_b4 == 5'b10000) || (error_pos == 4'b0000) ? 5'b10000: {
        1'b0,
        1'b0,
        error_pos[2],
        error_pos[1],
        error_pos[0]
    };  
    assign error_bit = (error_bit_before == 5'b10000 ) || (error_bit_before == 5'b00000) ? error_bit_before: error_bit_before - 5'b00001; 
    modulo_06 u_hex_e (
        .w_corregida_b4 (error_bit),
        .seven          (seven_e)
    );
    assign anodo = sel ? 2'b01 : 2'b10;
    assign seven = sel ? seven_e : seven_w;
endmodule
module modulo_top (
    input logic clk,
    input logic rst_n,
    input logic [3:0] conmutador_4,
    input logic [7:0] conmutador_8,
    output logic [4:0] led,
    output logic [6:0] seven,
    output logic [1:0] anodo
);
    logic [3:0] sindrome_ref;
    logic [3:0] sindrome_detec;
    logic [3:0] pos_error;
    logic [4:0] w_corregida_b4;
    logic [6:0] seven_error;
    modulo_01 codificador (
        .conmutador_4 (conmutador_4),
        .sindrome_ref (sindrome_ref)
    );
    modulo_02 receptor (
        .conmutador_8 (conmutador_8),
        .sindrome_detec (sindrome_detec)
    );
    modulo_03 comparador (
        .sindrome_ref (sindrome_ref),
        .sindrome_detec (sindrome_detec),
        .pos_error (pos_error)
    );
    modulo_04 corrector (
        .conmutador_8 (conmutador_8),
        .pos_error (pos_error),
        .w_corregida_b4 (w_corregida_b4)
    );
    modulo_05 pintar_palabra (
        .w_corregida_b4 (w_corregida_b4),
        .led (led)
    );
    modulo_07 #(.REFRESH_DIV(27000)) disp_mux (
    .clk           (clk),
    .rst_n         (rst_n),
    .w_corregida_b4(w_corregida_b4),
    .error_pos     (pos_error),
    .anodo         (anodo),
    .seven         (seven)
    );
endmodule
==> /design/flow/run.sh <==
#!/bin/bash
# OpenROAD 26Q1-2900-gdf79404cd8, Yosys 0.63+post, stock flow scripts
make -C /OpenROAD-flow-scripts/flow DESIGN_CONFIG=/design/flow/config.mk WORK_HOME=/design/flow/orfs finish
==> /design/flow/config.mk <==
export PLATFORM = sky130hd
export DESIGN_NAME = modulo_top
export DESIGN_NICKNAME = modulo_top
export VERILOG_FILES = /design/flow/design.v
export SDC_FILE = /design/flow/constraint.sdc
export NUM_CORES = 4
export LEC_CHECK = 1
export CORE_AREA = 10 10 103 103
export DIE_AREA = 0 0 113 113
==> /design/flow/constraint.sdc <==
current_design modulo_top

set clk_period 4.2
set clk_io_pct 0.2

create_clock -name clk0 -period $clk_period [get_ports {clk}]

set non_clock_inputs [all_inputs -no_clocks]
set_input_delay [expr $clk_period * $clk_io_pct] -clock clk0 $non_clock_inputs
set_output_delay [expr $clk_period * $clk_io_pct] -clock clk0 [all_outputs]
==> impl_metrics.py <==
# Physical implementation metrics
metrics = {
    "global_routing": {
        "track_usage_pct": 9.20,
        "grt_pass1_vias": 2028,
        "antenna_found_initial": 0,
        "grt_pass1_wl_mm": 10.3,
        "grt_max_degree": 14,
        "grt.overflow.total": 0,
    },
    "floorplanning": {
        "die_y_um": 113,
        "num_rows": 33,
        "die-width_um": 113,
        "fp.coreArea_sq_um": 8300,
        "die_area_sq_um": 12800,
        "initial_utilization_pct": 22.8,
        "io_pins": 28,
    },
    "synthesis": {
        "numSynthFlops": 16,
        "top_cell_area_share_pct": 17.0,
        "synth.cell_area_sq_um": 1890,
        "ys_warn_count": 2,
        "yosysTopAreaCell": "dfxtp_1",
        "ys_chip_area_sq_um": 1890,
        "syn_inst": 238,
        "synth_cell_types": 52,
        "synthArstFlopShare_pct": 0,
        "synth-edff-count": 0,
        "yosys_cells": 238,
        "ff_type": "dfxtp_1",
        "area_leaders": "dfxtp_1 17%, ha_1 9.3%, xor2_1 7.0%, nor2_1 5.4%, mux2i_1 5.3%",
        "syn_avg_cell_area_sq_um": 7.94,
        "ys_seq_share_pct": 17.0,
    },
    "flow_run": {
        "maxCapViolCount": 0,
        "warning_count": 41,
    },
    "outcome": {
        "status": "complete, but fails checks",
        "violations": "setup timing",
    },
    "pwr": {
        "ir_drop_mv": 0.242,
        "p_per_area_nw_per_um2": 393,
        "leakage_uw": 0.00156,
    },
    "hold_path": {
        "hp-class": "reg2reg",
    },
    "layout": {
        "utilization_pct": 43.3,
        "drive_gt1_share_pct": 52.6,
        "area_delta_synth_final_pct": 90.3,
        "fin_cells": 474,
    },
    "timing": {
        "fin_crit_sh_pct": 103,
        "maxSlewHeadroom_pct": 66.6,
        "finalMaxSlewViolations": 0,
        "hold_viol_final": 0,
        "finalSetupViolCount": 5,
        "tightest_slew_ps": 500,
        "rsz0062_at_grt": "yes",
        "period_minus_slack_ps": 4330,
        "max_freq_mhz": 231,
        "fin_worst_skew_ps": 3.96,
        "tns_ps": -527,
        "fin_ws_ps": -135,
    },
    "drt": {
        "drtIter0Drc": 147,
        "ant_nets": 0,
        "drt_first_pass_iters": 4,
        "routed_wl_mm": 6.70,
        "vias": 2178,
        "wl_per_cell_um": 14.1,
        "drcViolationCount": 0,
        "drt-vias-per-instance": 4.59,
        "diodes": 0,
    },
    "critical_path": {
        "slowest_stage": "or4_4",
        "cp_common_cell": "buf_6",
        "worstSetupPathType": "in2out",
        "arrival_ps": 3490,
        "crit_required_ps": 3360,
        "crit_path_cell_trace": "buf_6, buf_6, xnor2_4, xnor2_2, buf_4, buf_6, ha_4, nand2_2, or4_4, o211ai_4, xnor2_4, buf_6, mux2i_1, nor2_1, a221oi_2, buf_2",
        "max_stage_delay_ps": 430,
        "critical_path.max_fanout": 4,
        "regToRegSetupSlack_ps": 2450,
        "startpoint_type": "input port",
        "worstSetupEndpointType": "primary output",
    },
    "clock_network": {
        "clock_latency_ps": 240,
        "hold_buffers": 0,
        "htree_levels": 1,
        "cts_buffers": 3,
        "clock-sinks": 16,
        "path_clk_slew_ps": 60,
        "cts_tree": "built",
        "cts_max_path_buffers": 2,
        "clockRootBuffer": "clkbuf_8",
    },
    "placed_design": {
        "place.gp.congestion": 0.872,
        "io_buffers": 25,
        "dp_cells": 420,
        "hpwl_mm": 4.07,
    },
}
-- layout make-up --
cell class	instances	area, sq um
flip-flops and latches	16	320
inverters	10	45.0
fillers	693	4700
multi-input cells	202	1850
well taps	105	131
repair buffers	137	1190
clock buffers	4	55.1
-- per-layer routing --
layer / wire [um] / vias to the layer above / part of all wire [%] / global-route usage (%)
met5: 0 / - / 0 / 0
met4: 37 / 0 / 0.55 / 0.423
met3: 253 / 4 / 3.8 / 0.801
met2: 3050 / 46 / 46 / 14.7
met1: 3360 / 1024 / 50 / 13.7
li1: - / 1104 / - / -
-- per-stage QoR --
step	hold slack [ps]	setup slack (ps)	power, uW	instance area (sq um)
3_5_place_dp	443	-885	974	2730
5_1_grt	456	-271	1510	3600
6_report	449	-135	1410	3600
3_3_place_gp	435	-867	979	2730
4_1_cts	452	-139	1270	3290
2_1_floorplan	418	-2.32	570	1950
-- placed cells by master (no fill, tap or decap), types with 6 or more instances in the layout --
master,instances
buf_4,84
buf_6,27
nor2_1,25
nand2_1,21
dfxtp_1,16
xor2_1,11
mux2i_1,10
nand3_1,9
ha_4,9
buf_2,8
o21ai_0,7
xnor2_4,6
xnor2_1,6
a21oi_1,6
nor3_1,6
clkdlybuf4s50_1,6
-- report_power, final --
part | total [uW] | leakage, uW | switching [uW] | internal, uW
clock network | 132 | 0.0000288 | 48.8 | 83.0
registers | 156 | 0.000129 | 1.53 | 154
logic | 1130 | 0.00140 | 496 | 631
total | 1410 | 0.00156 | 546 | 868
-- Yosys cell counts (all sizes together) (2+ instances only) --
cell type,instances
nor2,27
nand2,26
xor2,17
dfxtp,16
ha,14
xnor2,14
inv,10
mux2i,10
nand3,10
o21ai,10
nor3,8
a21oi,7
a211oi,6
buf,6
nand4,5
a31oi,4
clkbuf,4
and2,3
and3,3
nand3b,3
o211ai,3
o22ai,3
or2,3
or3,3
xnor3,3
a211o,2
a21o,2
o32a,2
-- cells by family (layout without fill, tap and decap cells) --
family / after synthesis / in the layout / share of synthesized area, %
adder cells (fa/ha/maj): 14 / 14 / 9.27
AND/OR/NAND/NOR: 97 / 97 / 25.0
flip-flops: 16 / 16 / 17.0
AND-OR/OR-AND: 47 / 47 / 17.5
buffers and inverters: 20 / 151 / 4.97
multiplexers: 10 / 10 / 5.30
XOR/XNOR: 34 / 34 / 21.1
-- final timing paths --
path                   startpoint          endpoint  depth (start not counted)
setup reg to reg  disp_mux.cnt[4]  disp_mux.cnt[14]                          7
hold / removal    disp_mux.cnt[0]   disp_mux.cnt[0]                          1
setup / recovery  conmutador_8[2]          seven[2]                         16
hold reg to reg   disp_mux.cnt[0]   disp_mux.cnt[0]                          1
-- timing repair --
item | CTS | global route
pin swaps | 33 | 29
setup buffers | 32 | 21
cloned | 0 | 0
gates resized | 126 | 38
setup endpoints to repair | 12 | 9
-- sequential cells by signal, indices dropped and copies added (netlist names) --
register and count:
disp_mux.cnt 15, disp_mux.sel 1
-- worst max-delay path: cells and delay by family --
family	cells	cell delay, ps
buf+inv	6	800
simple gates	3	580
xor+xnor	3	570
compound gates	2	350
mux	1	200
fa+ha+maj	1	140
Power figures rest on the tool's default switching activity, not on a simulated workload.
